File: design/flow/config.mk
export PLATFORM = sky130hd
export DESIGN_NAME = timer_top
export DESIGN_NICKNAME = timer_top
export VERILOG_FILES = /design/flow/design.v
export SDC_FILE = /design/flow/constraint.sdc
export NUM_CORES = 4
export LEC_CHECK = 1
export CORE_UTILIZATION = 50
File: design/flow/run.sh
#!/bin/bash
# OpenROAD 26Q1-2900-gdf79404cd8, Yosys 0.63+post, stock flow scripts
make -C /OpenROAD-flow-scripts/flow DESIGN_CONFIG=/design/flow/config.mk WORK_HOME=/design/flow/orfs finish
File: design/flow/design.v
module apb_reg_cnt
(
input wire clk,
input wire rst_n,
input wire [11:0] paddr,
input wire [3:0]  pstrb,
input wire [31:0] pwdata,
input wire psel,
input wire pwrite,
input wire penable,
output reg pready,
output reg [31:0] prdata,
output wire pslverr,
input reg cnt_en,
output reg timer_en,
output reg div_en,
output reg [3:0] div_val,
output reg halt_req,
output wire [63:0] cnt_64b,
output reg int_en,
output reg int_st,
input wire dbg_mode
);
localparam TCR     = 12'h00;
localparam TDR0    = 12'h04;
localparam TDR1    = 12'h08;
localparam TCMP0   = 12'h0C;
localparam TCMP1   = 12'h10;
localparam TIER    = 12'h14;
localparam TISR    = 12'h18;
localparam THCSR   = 12'h1C;
reg wr_en, rd_en;
always @(posedge clk or negedge rst_n) begin
	if(!rst_n) begin
		wr_en <= 1'b0;
	end else begin
		wr_en <= psel & pwrite & penable & (!wr_en);
	end
end
always @(posedge clk or negedge rst_n) begin
	if(!rst_n) begin
		rd_en <= 1'b0;
	end else begin
		rd_en <= psel & (!pwrite) & penable & (!rd_en);
	end
end
wire tcr_sel;
assign tcr_sel = (paddr == TCR) && (wr_en == 1)  ;
wire timer_en_pre,timer_en_pre_pre;
wire pwdata_timer_en_check1,pwdata_timer_en_check2;
wire pwdata_timer_en_check1_reset;
wire timer_en_clr;
wire check;
always @(posedge clk or negedge rst_n) begin
	if(!rst_n) begin
		timer_en <= 1'b0;
	end else begin
		timer_en <= timer_en_pre;
	end
end
assign timer_en_pre = timer_en_clr ? 1'b0 : timer_en_pre_pre;
assign timer_en_pre_pre = (tcr_sel && (pstrb[0]==1)) ? pwdata_timer_en_check1 : timer_en;
assign pwdata_timer_en_check1 = (pwdata_timer_en_check1_reset  )? timer_en: pwdata_timer_en_check2; 
assign pwdata_timer_en_check2 = ( check )? timer_en : pwdata[0] ; 
assign pwdata_timer_en_check1_reset =  (pstrb[1] == 1)  &  ( pwdata[11:8] > 8 | ( (pwdata[11:8]<9)&&(timer_en==1) ) );
assign timer_en_clr =     ( (pstrb[1:0]== 2'b11) && (pwdata ==32'h0)   &&                                           (wr_en == 1) && (paddr == TCR))
		  	| ( (pstrb[0] == 1)      && (timer_en == 1)    && (div_en==0) && (pwdata[1:0] == 2'b00)  && (wr_en == 1) && (paddr == TCR) && (pwdata[11:8] == div_val))     
		  	| ( (pstrb[0] == 1)      && (timer_en == 1)    && (div_en==1) && (pwdata[1:0] == 2'b10)  && (wr_en == 1) && (paddr == TCR) && (pwdata[11:8] == div_val) );
assign check = ( ((pstrb[0] == 1) && (timer_en == 1) && (div_en==0) && ((pwdata[1:0] == 2'b10)|(pwdata[1:0] == 2'b11) )  )   ) | ((pstrb[0] == 1) && (timer_en == 1) && (div_en==1) && ((pwdata[1:0] == 2'b00)|(pwdata[1:0] == 2'b01) )  )  ;
wire div_en_pre;
wire pwdata_div_en_check;
always @(posedge clk or negedge rst_n) begin
	if(!rst_n) begin
		div_en <= 1'b0;
	end else begin
		div_en <= div_en_pre;
	end
end
assign div_en_pre = (tcr_sel && (pstrb[0]==1) && (timer_en == 0))  ? pwdata_div_en_check : div_en;
assign pwdata_div_en_check= ((pwdata[11:8] > 8) && (pstrb[1]==1) ) ? div_en : pwdata[1];
wire [3:0] div_val_pre;
wire [3:0] pwdata_div_val_check;
always @(posedge clk or negedge rst_n) begin
	if(!rst_n) begin
		div_val <= 4'b0001;
	end else begin
		div_val <= div_val_pre;
	end
end
assign div_val_pre =  (tcr_sel && (pstrb[1]==1) && (timer_en==0)) ? pwdata_div_val_check  : div_val;
assign pwdata_div_val_check= (pwdata[11:8] < 9) ? pwdata[11:8] : div_val;
reg [31:0] tdr0, tdr1;
wire [31:0] tdr0_pre , tdr1_pre;
wire tdr0_sel, tdr1_sel;
always @(posedge clk or negedge rst_n) begin
	if(!rst_n) begin
		tdr0 <= 32'b0;
		tdr1 <= 32'b0;
	end else if( (timer_en==1) && (timer_en_pre==0)) begin
		tdr0 <= 32'b0;
		tdr1 <= 32'b0;
	end else begin
		tdr0 <= tdr0_pre;
		tdr1 <= tdr1_pre;
	end
end
    assign tdr0_sel =  (paddr == 12'h4) && wr_en;
    assign tdr0_pre[7:0] = (tdr0_sel && pstrb[0]) ? pwdata[7:0] : cnt_64b[7:0]; 
    assign tdr0_pre[15:8] = (tdr0_sel && pstrb[1]) ? pwdata[15:8] : cnt_64b[15:8]; 
    assign tdr0_pre[23:16] = (tdr0_sel && pstrb[2]) ? pwdata[23:16] : cnt_64b[23:16]; 
    assign tdr0_pre[31:24] = (tdr0_sel && pstrb[3]) ? pwdata[31:24] : cnt_64b[31:24]; 
    assign tdr1_sel =  (paddr == 12'h8) && wr_en;
   assign tdr1_pre[7:0] = (tdr1_sel && pstrb[0]) ? pwdata[7:0] : cnt_64b[39:32]; 
    assign tdr1_pre[15:8] = (tdr1_sel && pstrb[1]) ? pwdata[15:8] : cnt_64b[47:40]; 
    assign tdr1_pre[23:16] = (tdr1_sel && pstrb[2]) ? pwdata[23:16] : cnt_64b[55:48]; 
    assign tdr1_pre[31:24] = (tdr1_sel && pstrb[3]) ? pwdata[31:24] : cnt_64b[63:56]; 
assign cnt_64b = cnt_en ?  ( {tdr1,tdr0} + 1 ) : {tdr1,tdr0};
reg [31:0] tcmp0, tcmp1;
wire [31:0] tcmp0_pre , tcmp1_pre;
wire tcmp0_sel, tcmp1_sel;
reg [63:0] cmp_64b;
always @(posedge clk or negedge rst_n) begin
	if(!rst_n) begin
		tcmp0 <= 32'hffff_ffff;
	end else begin
		tcmp0 <= tcmp0_pre;
	end
end
assign tcmp0_sel = (paddr == TCMP0) && (wr_en == 1) ;
assign tcmp0_pre[7:0]   = (tcmp0_sel && (pstrb[0]==1)) ? pwdata[7:0] : tcmp0[7:0];
assign tcmp0_pre[15:8]  = (tcmp0_sel && (pstrb[1]==1)) ? pwdata[15:8] : tcmp0[15:8];
assign tcmp0_pre[23:16] = (tcmp0_sel && (pstrb[2]==1)) ? pwdata[23:16] : tcmp0[23:16];
assign tcmp0_pre[31:24] = (tcmp0_sel && (pstrb[3]==1)) ? pwdata[31:24] : tcmp0[31:24];
always @(posedge clk or negedge rst_n) begin
	if(!rst_n) begin
		tcmp1 <= 32'hffff_ffff;
	end else begin
		tcmp1 <= tcmp1_pre;
	end
end
assign tcmp1_sel = (paddr == TCMP1) && (wr_en == 1) ;
assign tcmp1_pre[7:0]   = (tcmp1_sel && (pstrb[0]==1)) ? pwdata[7:0] : tcmp1[7:0];
assign tcmp1_pre[15:8]  = (tcmp1_sel && (pstrb[1]==1)) ? pwdata[15:8] : tcmp1[15:8];
assign tcmp1_pre[23:16] = (tcmp1_sel && (pstrb[2]==1)) ? pwdata[23:16] : tcmp1[23:16];
assign tcmp1_pre[31:24] = (tcmp1_sel && (pstrb[3]==1)) ? pwdata[31:24] : tcmp1[31:24];
always @(*) begin
	cmp_64b = { tcmp1,tcmp0 };
end
wire int_en_pre;
wire int_en_sel;
always @(posedge clk or negedge rst_n) begin
	if(!rst_n) begin
		int_en <= 1'b0;
	end else begin
		int_en <= int_en_pre;
	end
end
assign int_en_sel = (paddr == TIER) && (wr_en == 1) && (pstrb[0] == 1'b1);
assign int_en_pre = int_en_sel ? pwdata[0] : int_en;
wire int_st_pre;
wire int_st_clr;
wire int_st_back;
always @(posedge clk or negedge rst_n) begin
	if(!rst_n) begin
		int_st <= 1'b0;
	end else begin
		int_st <= int_st_pre;
	end
end
assign int_st_clr = (paddr == TISR) && (wr_en == 1) && (pstrb[0] == 1'b1) && (pwdata[0] == 1);
assign int_st_pre = int_st_clr ? 1'b0 : int_st_back;
assign int_st_back = (cnt_64b == cmp_64b) ? 1'b1 : int_st;
reg halt_ack;
wire  halt_req_pre , halt_ack_pre;
wire thcsr_sel;
always @(posedge clk or negedge rst_n) begin
	if(!rst_n) begin
		halt_req <= 1'b0;
	end else begin
		halt_req <= halt_req_pre;
	end
end
assign thcsr_sel = (paddr == THCSR) && (wr_en == 1) && (pstrb[0] == 1'b1);
assign halt_req_pre = thcsr_sel ? pwdata[0] : halt_req;
always @(posedge clk or negedge rst_n) begin
	if(!rst_n) begin
		halt_ack <= 1'b0;
	end else begin
		halt_ack <= halt_ack_pre;
	end
end
assign halt_ack_pre = dbg_mode ? halt_req : 1'b0;
wire tmp20, tmp21, tmp22, tmp23;
assign pslverr = (tmp20 == 1) && (tcr_sel==1); 
assign tmp20 = tmp21 | tmp22 | tmp23;
assign tmp21 = (timer_en == 1) && (pstrb[1] == 1'b1) && ( pwdata[11:8] != div_val );
assign tmp22 = (timer_en == 1) && (pstrb[0] == 1'b1) && ( pwdata[1] != div_en );
assign tmp23 = (pwdata[11:8] > 4'h8) && (pstrb[1] == 1'b1);
always @(*) begin
	pready = wr_en | rd_en;
end
always @(*) begin
	case(rd_en)
		0: prdata = 32'h0;
		1: case(paddr)
			  TCR   : prdata = {20'b0, div_val, 6'b0, div_en, timer_en};
			  TDR0  : prdata = cnt_64b[31:0];
			  TDR1  : prdata = cnt_64b[63:32];
			  TCMP0 : prdata = cmp_64b[31:0];
			  TCMP1 : prdata = cmp_64b[63:32];
			  TIER  : prdata = {31'b0, int_en};
			  TISR  : prdata = {31'b0, int_st};
			  THCSR : prdata = {30'b0, halt_ack, halt_req};
			  default    : prdata = 32'h0000_0000;
		  endcase
	endcase
end
endmodule
module cnt_ctrl
(
input wire clk,
input wire rst_n,
input wire halt_req,
input wire timer_en,
input wire div_en,
input wire [3:0] div_val,
input wire dbg_mode,
output wire cnt_en
);
reg [7:0] int_cnt;
wire [7:0] int_cnt_pre;
wire int_cnt_rst;
reg [7:0] max_val;
wire [7:0] tmp0;
wire [7:0] tmp1;
wire tmp3;
wire pulse;
assign int_cnt_pre = (halt_req & dbg_mode) ? int_cnt : tmp0;
assign tmp0 = int_cnt_rst ? 8'b0 : tmp1;
assign tmp1 = (timer_en && div_en && (div_val !=0)) ? (int_cnt + 1'b1) : int_cnt; 
always @(posedge clk or negedge rst_n) begin
	  if(!rst_n) begin
		int_cnt <= 8'b0;
	  end else begin
		int_cnt <= int_cnt_pre;
	end
end
assign int_cnt_rst = (!div_en) | (!timer_en) | pulse;
always @(*) begin
	max_val = (8'b1 << div_val) - 8'b1;  
end
assign cnt_en = (halt_req & dbg_mode ) ? 1'b0: tmp3;
assign tmp3 = (timer_en && div_en && (div_val == 4'h0) )  | (timer_en && (div_en == 1'b0) ) | ( (timer_en && div_en && ( div_val != 0)) & pulse ) ;
assign pulse = (int_cnt == max_val);
endmodule
module interrupt 
(
input wire int_en,
input wire int_st,
output wire interrupt
);
assign interrupt = int_en & int_st;
endmodule
module timer_top (
input wire sys_clk,
input wire sys_rst_n,
input wire dbg_mode,
input wire [11:0] tim_paddr,
input wire tim_psel,
input wire tim_penable,
input wire tim_pwrite,
input wire [31:0] tim_pwdata,
input wire [3:0] tim_pstrb,
output wire [31:0] tim_prdata,
output wire tim_pready,
output wire tim_pslverr,
output wire tim_int
);
wire [63:0] cnt_64b;
wire timer_en;
wire div_en;
wire [3:0] div_val;
wire halt_req;
wire cnt_en;
wire int_en;
wire int_st;
apb_reg_cnt u_apb_reg_cnt(
	.clk(sys_clk), 
	.rst_n(sys_rst_n),
	.paddr(tim_paddr),
	.pstrb(tim_pstrb),
	.pwdata(tim_pwdata),
	.psel(tim_psel),
	.pwrite(tim_pwrite),
	.penable(tim_penable),
	.pready(tim_pready),
	.prdata(tim_prdata),
	.pslverr(tim_pslverr),
	.cnt_en(cnt_en),
	.timer_en(timer_en),
	.div_en(div_en),
	.div_val(div_val),
	.halt_req(halt_req),
	.cnt_64b(cnt_64b),
	.int_en(int_en),
	.int_st(int_st),
	.dbg_mode(dbg_mode)
);
cnt_ctrl u_cnt_ctrl(
	.clk(sys_clk),
	.rst_n(sys_rst_n),
	.timer_en(timer_en),
	.div_en(div_en),
	.div_val(div_val),
	.dbg_mode(dbg_mode),
	.halt_req(halt_req),
	.cnt_en(cnt_en)
);
interrupt u_interrupt(
      .int_en(int_en),
      .int_st(int_st),
      .interrupt(tim_int)
);
endmodule
File: design/flow/constraint.sdc
current_design timer_top

set clk_period 7.5
set clk_io_pct 0.2

create_clock -name clk0 -period $clk_period [get_ports {sys_clk}]

set non_clock_inputs [all_inputs -no_clocks]
set_input_delay [expr $clk_period * $clk_io_pct] -clock clk0 $non_clock_inputs
set_output_delay [expr $clk_period * $clk_io_pct] -clock clk0 [all_outputs]
==> impl_metrics.ini <==
; physical design summary
[die]
core_um2 = 21090
boundaryPins = 89
fp_util_pct = 51.31
fp.dieH_um = 149.1
rows = 53
chipWidth_um = 149.1
die_area_um2 = 22230

[timing]
worst_pin_slew_ns = 1.033
rsz0062_at_grt = no
period_minus_slack_ns = 6.944
finalHoldViolations = 0
slew_viol_final = 0
fin_crit_sh_pct = 92.59
finClkSkew_ns = 0.009169
setup_viol = 0
slew_headroom_pct = 29.35
hold_slack_ns = 0.4773
tns_ns = 0
fmax_ghz = 0.1440

[place]
gp_congestion = 1.062
numPortBuffers = 88
dp_hpwl_mm = 29.56

[worst_setup_path]
critPathMaxFanout = 29
cp-start-kind = register
endpoint_kind = output pin
cpPeakStageDelay_ns = 0.68
path_cells = or4_1 > ha_1 > or3_1 > a21o_1 > o211a_1 > o41ai_2 > buf_4 > nand4_1 > nor3_1 > xnor2_1 > o221ai_1 > nor2b_1 > clkdlybuf4s50_1
path_class = register to output pin
cpMaxStageDelayCell = or4_1
crit_arrival_ns = 5.44
crit_required_ns = 6.00

[logic_synthesis]
async_flop_share_pct = 100.0
mux_share_pct = 8.327
topCombFamilyByArea = simple AND/OR/NAND/NOR gates
ys_warn_count = 2
flop_cell = dfrtp_1
ys_sh_simple_pct = 24.01
ys_sh_aoi_pct = 16.24
xor_share_pct = 12.74
ys.flops = 148
ys_area_um2 = 10820
edf_count = 0
adder_share_pct = 0.3469
yosys.stat.seqShare_pct = 34.98
ys_cells = 1180
syn_avg_cell_area_um2 = 9.169
syn-cell-area_um2 = 10820
synthDistinctLibCells = 76
syn_inst = 1180

[drt]
postRouteAntennaNets = 0
post_drt_wl_per_cell_um = 26.34
drt_iter0_markers = 1005
viasPerCell = 6.709
drcViolationCount = 0
first_pass_iters = 6
vias = 10220
routed_wl_mm = 40.11

[power_and_ir_drop]
p_leak_nw = 4.660
peakVddDrop_uv = 128.4
comb_power_share_pct = 4.4
p_int_mw = 1.336
p_clk_share_pct = 50.1
netSwitchingPower_mw = 0.4323
switching_share_pct = 24.44
p_per_area_nw_per_um2 = 141.0
seqPwrFrac_pct = 45.5

[grt]
grt.overflow.total = 0
grt_pass1_wl_mm = 61.98
grt_usage_pct = 39.07
grt_use_met1_pct = 62.20
use_met2_pct = 55.12
use_met3_pct = 9.641
grt_max_degree = 69
first_global_vias = 9739
grt_busiest_layer = met1
antenna_found_initial = 0

[clock_network]
clk_latency_ns = 0.43
clk_root_buffer_cell = clkbuf_16
clockBufferDepth = 2
cts_tree = done
post_cts_resized = 0
numCtsBuffers = 17
h-tree-depth = 4
hold_buffers = 0
post-cts-setup-buffer-count = 0
clkSinkCount = 148
path_clk_slew_ns = 0.07

[final_layout]
final_common_cell = nor2_1
area_delta_synth_final_pct = 15.91
drive_gt1_share_pct = 17.64
lay_top_cells = nor2_1, clkdlybuf4s50_1, dfrtp_1
fill_cells = 1802

[hold_path]
hp-class = register to register

[status]
run_status = completed

[flow_run]
cap_violations = 0
tool_warnings = 26
==> power by group through the flow <==
stage         logic (mW)  registers [mW]  clock network (mW)
CTS               0.0782           0.804               0.895
finish            0.0778           0.804               0.887
global route      0.0848           0.804               0.929
==> critical path: cells and delay by family, from the launching register on <==
family | cells | cell delay, ns
compound gates | 4 | 0.87
xor+xnor | 1 | 0.20
fa+ha+maj | 1 | 0.32
buf+inv | 2 | 0.88
flops | 1 | 0.53
simple gates | 5 | 2.19
==> sequential cells by signal (all words and copies together) (netlist names), 4 cells and up <==
| signal | flops |
|---|---|
| u_apb_reg_cnt.tdr1 | 32 |
| u_cnt_ctrl.int_cnt | 8 |
| u_apb_reg_cnt.tdr0 | 32 |
| u_apb_reg_cnt.div_val | 4 |
| u_apb_reg_cnt.tcmp0 | 32 |
| u_apb_reg_cnt.tcmp1 | 32 |
==> final cells by class <==
type	instances	area [um2]	area share (%)
inverter	18	67.56	0.5388
tap	275	344.1	2.744
timing repair buffer	111	1055	8.411
clock inverter	14	168.9	1.347
antenna	1	2.502	0.01995
clock buffer	18	429.2	3.422
sequential	148	3785	30.18
multi-input combinational	938	6689	53.34
==> path summary, 6_finish.rpt <==
kind	from	to	slack [ns]	cells past startpoint
worst max-delay path	u_apb_reg_cnt.div_val[2]	tim_prdata[29]	0.56	13
worst min register to register	u_apb_reg_cnt.rd_en	u_apb_reg_cnt.rd_en	0.48	1
worst min-delay path	u_apb_reg_cnt.rd_en	u_apb_reg_cnt.rd_en	0.48	1
min in group asynchronous	sys_rst_n	u_cnt_ctrl.int_cnt[1]	1.07	1
max in group asynchronous	sys_rst_n	u_apb_reg_cnt.tcmp0[8]	5.38	2
worst max register to register	u_apb_reg_cnt.div_val[2]	u_apb_reg_cnt.int_st	1.45	13
==> cells by family after synthesis <==
kind of cell	Yosys count
buffers and inverters	94
muxes	81
DFF	148
adders and majority gates	3
and+or+nand+nor	489
xor gates and xnor gates	133
AOI/OAI and AO/OA	232
==> through the flow <==
step	instance area [um2]	std cells	util [%]	power [mW]	worst slack [ns]
floorplan	10820	1180	-	0.8297	2.276
global placement	11940	1490	56.62	0.8952	1.170
detailed placement	11940	1490	56.62	0.8954	1.154
CTS	12540	1522	59.46	1.777	0.6799
global route	12540	1522	59.46	1.818	0.3669
finish	12540	1523	59.47	1.769	0.5561
==> routing by layer <==
layer | share of wire [%] | wire length (um) | vias up
met1 | 44 | 17730 | 5029
li1 | - | - | 4537
met3 | 10 | 4015 | 76
met2 | 43 | 17230 | 576
met5 | 0 | 0 | -
met4 | 2.8 | 1131 | 0
==> synth_stat cells (12+ instances only) <==
cell / count / area (um2)
nor2_1: 121 / 454.2
dfrtp_1: 83 / 2077
nand2_1: 73 / 274.0
mux2_2: 72 / 810.8
clkbuf_1: 68 / 255.2
xnor2_1: 68 / 595.6
dfstp_2: 65 / 1708
a211oi_1: 61 / 457.9
nand3_1: 59 / 295.3
xor2_1: 50 / 437.9
nor3_1: 39 / 195.2
nor4_1: 34 / 212.7
nand4_1: 28 / 175.2
a21oi_1: 24 / 120.1
a22oi_1: 23 / 172.7
o21ai_0: 23 / 115.1
nor2b_1: 22 / 137.6
and3_1: 20 / 125.1
inv_1: 18 / 67.56
o221ai_1: 15 / 131.4
or3_1: 13 / 81.33
or4_1: 13 / 97.59
and2_1: 12 / 75.07
No activity file was given, so power comes from the tool's default toggle rates.
